==> design.v <==
`timescale 1ns / 1ps
module DFF(
    input D,
    input clk,
    output reg Q
    );
    always @(posedge clk) Q <= D;
endmodule
`timescale 1ns / 1ps
module debounce(
    input pb_in,
    input sys_clock,
    output pb_out
    );
    slowed_clock slow1(sys_clock, slow_clk);
    DFF dff1(pb_in, slow_clk, Q1);
    DFF dff2(Q1, slow_clk, Q2);
    assign Q2_bar = ~Q2;
    assign pb_out = Q1 & Q2_bar;
endmodule
`timescale 1ns / 1ps
module slowed_clock(
    input clk,
    output reg slow_clk
    );
    reg [31:0] counter;
    initial begin
        counter <= 32'd0;
    end
    always @(posedge clk) begin
        counter <= (counter >= 249999) ? 0 : counter + 1;
        slow_clk <= (counter < 125000) ? 1'b0 : 1'b1;
    end
endmodule
==> run.sh <==
#!/bin/bash
# OpenROAD 26Q1-2900-gdf79404cd8, Yosys 0.63+post, stock flow scripts
make -C /OpenROAD-flow-scripts/flow DESIGN_CONFIG=/design/flow/config.mk WORK_HOME=/design/flow/orfs finish
==> config.mk <==
export PLATFORM = sky130hd
export DESIGN_NAME = debounce
export DESIGN_NICKNAME = debounce
export VERILOG_FILES = /design/flow/design.v
export SDC_FILE = /design/flow/constraint.sdc
export NUM_CORES = 4
export LEC_CHECK = 1
export CORE_AREA = 10 10 101 101
export DIE_AREA = 0 0 111 111
==> constraint.sdc <==
current_design debounce

set clk_period 3.3
set clk_io_pct 0.2

create_clock -name clk0 -period $clk_period [get_ports {sys_clock}]

set non_clock_inputs [all_inputs -no_clocks]
set_input_delay [expr $clk_period * $clk_io_pct] -clock clk0 $non_clock_inputs
set_output_delay [expr $clk_period * $clk_io_pct] -clock clk0 [all_outputs]
==> GITHUB_STEP_SUMMARY <==
## Synthesis and layout report

| Metric | Value |
|---|---|
| Tool warnings | `25` |
| Clock Tree Root | `clkbuf_8` |
| Synth Seq Share | `0.4840` |
| Final worst path period need | `1818 ps` |
| Via count | `918` |
| Core Density at Floorplan | `0.1780` |
| Origin of the critical flop-to-flop path | `slow1.counter[31]` |
| Placed cell area | `1575 um^2` |
| Hold buffer count at CTS | `0` |
| Synth mux share | `0` |
| AND-OR/OR-AND Cells, Area Fraction | `0.08989` |
| Ys cells | `129` |
| Core area | `8134 um^2` |
| Syn Inst Count | `129` |
| Yosys xor share | `0.07260` |
| Count of cells resized by post-cts repair | `0` |
| Clock Skew | `4.843 ps` |
| Die width | `111 um` |
| Hold slack | `514.3 ps` |
| Pin count of the biggest net entering global routing | `20` |
| P&R area growth vs syn | `16.77%` |
| Fin. max-slew vios | `0` |
| Startpoint types | `flop` |
| Count of unclocked register or latch pins | `2` |
| H-Tree Depth | `2` |
| Detailed Routing Iterations Pass 1 | `4` |
| CP required | `3470 ps` |
| RD Place Congestion | `0.8018` |
| Reg2Reg Depth | `4` |
| Reg-to-Reg End | `slow1.slow_clk` |
| Hold path cells | `1` |
| Number of routed nets with antenna violations | `0` |
| Hold Crit Start | `slow1.counter[0]` |
| Cell Area, Synth | `1448 um^2` |
| Number of failing hold endpoints at the final stage | `0` |
| Top logic family | `simple AND/OR/NAND/NOR gates` |
| Worst Hold Class | `reg2reg` |
| Grt ovf | `0` |
| Setup TNS | `0 ps` |
| Worst path cell trace | `nor4_1 > nand4_2 > nor2_1 > o21ai_0` |
| # setup viols final | `0` |
| DRC viols | `0` |
| CP max FO | `19` |
| Endpoints left unconstrained | `3` |
| Pwr dens | `469.0 nW/um^2` |
| Stages on worst setup path | `4` |
| Slew @ Worst Pin | `682.2 ps` |
| FF-to-FF setup slack | `1480 ps` |
| Worst VDD drop | `181.2 uV` |
| Slew headroom | `0.5441` |
| Bufs on Longest Clock Path | `2` |
| Row cnt | `33` |
| Starting DRC count in detailed routing | `108` |
| Synth Area per Inst | `11.22 um^2` |
| Final period util | `0.5510` |
| CTS tree | `done` |
| Post-synth area from yosys stat | `1448 um^2` |
| Critical path buffer and inverter count | `0` |
| Post-synthesis simple-gate area fraction | `0.2869` |
| Via density per instance | `3.687` |
| Fin area | `1690 um^2` |
| Status | `completed` |
| TritonCTS Buffers | `5` |
| First-pass GRT wire length | `4029 um` |
| Clock latency on the worst-skew pair | `280 ps` |
| Layout cells sized above 1 | `0.2153` |
| Adder-cell area share of the yosys netlist | `0.008643` |
| Leak | `0.5613 nW` |
| Max_cap viols | `0` |
| Inserted Diodes | `0` |
| Vias in the first global route | `885` |
| Critical Path End Type | `flop` |
| Crit Path Category | `reg2reg` |
| CTS clock-pin slew for the worst setup and hold paths | `70 ps` |
| WL final | `2268 um` |
| Fmax | `550.0 MHz` |
| Syn. warnings | `6` |
| Chip area | `12320 um^2` |
| Slowest stage cell, crit path | `nand4_2` |
| Antenna violations before repair | `0` |
| Port Buffers | `2` |
| WHS Endpoint | `slow1.counter[0]` |
| Global Route Usage Sum | `0.03699` |
| Crit-path leading delay family | `simple AND/OR/NAND/NOR gates` |
| Top-Level Pins | `3` |
| Crit path DAT | `1980 ps` |
| Synthesized registers | `35` |
| Crit path largest cell delay | `620 ps` |
| RSZ-0062 raised after global routing | `false` |
| Setup Fix Bufs, Post-CTS | `0` |
| Wire per inst | `9.108 um` |
| Post-synthesis cell type count | `35` |
| Die height | `111 um` |
| HPWL Detailed | `1527 um` |
==> registers in the layout, summed over array words and instances (netlist names) <==
| signal | count |
|---|---|
| slow1.counter | 32 |
| dff2.Q | 1 |
| slow1.slow_clk | 1 |
| dff1.Q | 1 |
==> layout by cell type (no fill, tap or decap), drive strengths merged, types with 3 or more instances in the layout <==
cell type  synthesis  final
and3               3      3
and4               4      4
clkbuf             1      5
conb               1     14
dfxtp             35     35
nand2              8      8
nand3              4      4
nand4             10     10
nor3              16     16
nor4               7      7
xnor2              6      6
xor2               6      6
==> report_power, final <==
| part | leakage, nW | internal [mW] | switching [mW] | total, mW |
|---|---|---|---|---|
| sequential | 0.288 | 0.407 | 0.00226 | 0.410 |
| clock | 0.0543 | 0.226 | 0.153 | 0.379 |
| combinational | 0.219 | 0.00166 | 0.00238 | 0.00403 |
==> worst max-delay path by stage <==
stage / start / endpoint / slack, ps
CTS: slow1.counter[31] / slow1.slow_clk / 1460
global route: slow1.counter[31] / slow1.slow_clk / 1280
finish: slow1.counter[31] / slow1.slow_clk / 1480
==> cell families after synthesis <==
kind of cell	count (synthesis)
other	1
DFF	35
AOI/OAI and AO/OA	12
buffers and inverters	10
and+or+nand+nor	58
xor gates and xnor gates	12
adders and majority gates	1
==> cells in the mapped netlist <==
cell type	instances	area, um^2
and3_1	2	12.51
a21boi_4	1	18.77
xnor2_1	6	52.55
nor3_2	10	100.1
a211oi_2	2	25.02
nor3b_2	1	12.51
o31ai_1	1	7.510
xor2_1	6	52.55
a31o_2	1	8.760
nor2_1	2	7.510
nor4_4	1	21.27
inv_1	2	7.510
nand2_1	8	30.03
a31oi_1	2	12.51
nor4_2	1	12.51
and3_2	1	7.510
clkbuf_2	1	5.000
nor3_1	6	30.03
conb_1	1	3.750
nand3_1	4	20.02
a21oi_1	1	5.000
o41ai_4	1	27.53
a2bb2oi_2	1	15.01
nand4_1	8	50.05
dfxtp_1	35	700.7
nor2b_1	1	6.260
buf_6	4	45.04
or3_1	2	12.51
nor4_1	5	31.28
buf_4	3	22.52
ha_1	1	12.51
o21ai_0	2	10.01
nand4_2	2	25.02
and4_2	1	10.01
and4_1	3	26.28
==> layer usage <==
layer	vias up	track usage	routed length (um)	share of wire
li1	482	-	-	-
met5	-	0	0	0
met1	420	0.05239	1193	0.53
met3	2	0.01149	112	0.049
met4	0	0.008681	41	0.018
met2	14	0.05346	921	0.41
==> layout make-up <==
type / instances / area, um^2
Clock inverter: 3 / 46.29
Fill cell: 861 / 6444
Clock buffer: 5 / 68.82
Timing Repair Buffer: 2 / 20.02
Multi-Input combinational cell: 97 / 715.7
Sequential cell: 35 / 700.7
Tap cell: 105 / 131.4
Inverter: 2 / 7.507
==> stage by stage <==
step	total power [mW]	instances	worst slack, ps	utilization
6_report	0.7928	249	1482	0.2078
5_1_grt	0.8246	249	1282	0.2078
4_1_cts	0.8035	249	1462	0.2078
3_5_place_dp	0.4228	241	1485	0.1937
3_3_place_gp	0.4224	241	1526	0.1937
2_1_floorplan	0.4205	142	1714	-
Power is estimated from default activity; no workload was simulated.
